--- constraint.sdc ---
current_design jit_blackbox

set clk_period 14.6
set clk_io_pct 0.2

create_clock -name clk0 -period $clk_period [get_ports {ap_clk}]

set non_clock_inputs [all_inputs -no_clocks]
set_input_delay [expr $clk_period * $clk_io_pct] -clock clk0 $non_clock_inputs
set_output_delay [expr $clk_period * $clk_io_pct] -clock clk0 [all_outputs]
--- run.sh ---
#!/bin/bash
# OpenROAD 26Q1-2900-gdf79404cd8, Yosys 0.63+post, stock flow scripts
make -C /OpenROAD-flow-scripts/flow DESIGN_CONFIG=/design/flow/config.mk WORK_HOME=/design/flow/orfs finish
--- config.mk ---
export PLATFORM = sky130hd
export DESIGN_NAME = jit_blackbox
export DESIGN_NICKNAME = jit_blackbox
export VERILOG_FILES = /design/flow/design.v
export SDC_FILE = /design/flow/constraint.sdc
export NUM_CORES = 4
export LEC_CHECK = 1
export CORE_UTILIZATION = 30
--- design.v ---
`timescale 1ns / 1ps
module jit_blackbox(
  output wire             sI1_V_TREADY  ,
  input  wire             sI1_V_TVALID  ,
  input  wire  [31 : 0]   sI1_V_TDATA   ,
  output wire             sI2_V_TREADY  ,
  input  wire             sI2_V_TVALID  ,
  input  wire  [31 : 0]   sI2_V_TDATA   ,
  input  wire             mO1_V_TREADY  ,
  output wire             mO1_V_TVALID  ,
  output wire  [31 : 0]   mO1_V_TDATA   ,
  input  wire  [15 : 0]   arg1_V        ,
  input  wire  [15 : 0]   arg2_V        ,
  input  wire  [15 : 0]   arg3_V        ,
  input  wire             ap_clk        ,
  input  wire             ap_rst_n
);
  wire [7:0]  wpip;
  wire [3:0]  wtype;
  wire [7:4]  wout;
  wire [31:0] wcal;
  reg [31:0] rj;
  reg [31:0] ri;
  reg [31:0] rk;
  wire pip_condition   ;
  wire cal_condition   ;
  wire out_condition   ;
  wire start_condition ;
  assign wpip  = arg3_V[15:8];
  assign wout  = arg3_V[ 7:4];
  assign wtype = arg3_V[ 3:0];
  assign sI1_V_TREADY = wtype == 1 ? sI1_V_TVALID && (state == CAL) : start_condition && (state == CAL);
  assign sI2_V_TREADY = wtype == 1 ? 1'b0 : start_condition && (state == CAL);
  assign mO1_V_TVALID = wtype == 1 ? (state == CAL && sI1_V_TVALID && mO1_V_TREADY) : ((state == CAL && sI1_V_TVALID && sI2_V_TVALID && mO1_V_TREADY) || (state == OUT && mO1_V_TREADY));
  assign mO1_V_TDATA  = wtype == 1 ? sI1_V_TDATA : sI1_V_TDATA + sI2_V_TDATA;
  assign wcal  = {{arg1_V}, {arg2_V}};
  assign pip_condition   = rj < wpip - 2 ? 0 : 1;
  assign cal_condition   = ri < wcal - 1 ? 0 : 1;
  assign out_condition   = rk < wcal - 1 ? 0 : 1;
  assign start_condition = wtype == 1 ? (sI1_V_TVALID == 1) : (sI1_V_TVALID == 1 && sI2_V_TVALID == 1);
  always @(posedge ap_clk) begin
    if (!ap_rst_n || cal_condition) begin
      ri <= 32'd0;
    end
    else begin
      if (start_condition && state == CAL) begin
        ri <= ri + 1;
      end
      else begin
        ri <= ri;
      end
    end
  end
  always @(posedge ap_clk) begin
    if (!ap_rst_n | pip_condition) begin
      rj <= 32'd0;
    end
    else begin
      if (state == PIP) begin
        rj <= rj + 1;
      end
      else begin
        rj <= rj;
      end
    end
  end
  always @(posedge ap_clk) begin
    if (!ap_rst_n || out_condition) begin
      rk <= 32'd0;
    end
    else begin
      if (state == OUT) begin
        rk <= rk + 1;
      end
      else begin
        rk <= rk;
      end
    end
  end
  localparam IDEL = 4'b0001;
  localparam PIP  = 4'b0010;
  localparam CAL  = 4'b0100;
  localparam OUT  = 4'b1000;
  reg [ 4 : 0] state, next;
  always @(posedge ap_clk) begin
    if (!ap_rst_n) begin
      state <= IDEL;
    end
    else begin
      state <= next;
    end
  end
  always @(*) begin
    next <= IDEL;
    case(state)
      IDEL : begin
        if (start_condition) begin
          if (wpip > 0) begin
            next <= PIP;
          end
          else begin
            next <= CAL;
          end
        end
        else begin
          next <= IDEL;
        end
      end
      PIP  : begin
        if (pip_condition) begin
          next <= CAL;
        end
        else begin
          next <= PIP;
        end
      end
      CAL  : begin
        if (cal_condition) begin
          if (wout) begin
            next <= OUT;
          end
          else begin
            next <= IDEL;
          end
        end
        else begin
          next <= CAL;
        end
      end
      OUT  : begin
        if (out_condition) begin
          next <= IDEL;
        end
        else begin
          next <= OUT;
        end
      end
    endcase
  end
endmodule
==> results.toml <==
# synthesis and place-and-route metrics
[detailed_routing]
viasPerCell = 4.830
post-route-drc-count = 0
finalWirelength_mm = 21.23
routed_wire_length_per_instance_um = 12.94
ant_nets = 0
detail_route.iter0.violations = 268
vias = 7921
drt_pass1_iterations = 5

[global_routing]
grt_pass1_vias = 7355
pin_count_of_the_biggest_net_entering_global_routing = 41
grt_antenna_before_repair = 2
grt_pass1_wl_mm = 35.04
grt-ovfl-total = 0
grt_use_total = 0.1395

[critical_path]
startpoint = "sI1_V_TDATA[0]"
r2r_end = "ri[12]$_SDFFE_PP0P_"
startpoint_type_of_the_worst_setup_path = "input port"
cp_data_arrival_time_ns = 6.86
critPathCaptureType = "output port"
ff2ff_path_depth = 11
r2r_slack_ns = 11.41
timing.rr.start = "ri[29]$_SDFFE_PP0P_"
crit_end = "mO1_V_TDATA[30]"
required_ns = 11.68
worstSetupPathType = "in2out"
critical_path.max_fanout = 4

[logic_synthesis]
netlist_area_before_placement_mm2 = 0.009012
synth_cells = 1096
yosys.area_share.adder = 0.1758
synthesized_chip_area_reported_by_yosys_mm2 = 0.009012
compound_area_frac = 0.1573
most_used_flip_flop_cell = "sky130_fd_sc_hd__dfxtp_1"
netlist-cell-type-count = 66
post_synth_xor_area_fraction = 0.1476
synth_register_bits = 100
multiplexer_area_fraction_after_synthesis = 0.003471
postSynthSeqShare = 0.2221
ys_cells = 1096
asyncSetResetFlopFracSynth = 0
syn_avg_cell_area_um2 = 8.223
yosysWarnings = 1
synth-edff-count = 0
simple_gate_share = 0.2650
logic_family = "simple AND/OR/NAND/NOR gates"

[floorplanning]
chipWidth_um = 175.3
core_area_mm2 = 0.02956
dieHeight_um = 175.3
fp_util = 0.3049
std_cell_rows = 63
floorplan.die_area_mm2 = 0.03074
design.portCount = 152

[place]
place.detailed.hpwl_mm = 17.07
gp_routability_congestion = 0.8712
numPortBuffers = 151
placed_cells = 1623

[sta]
worst_clock_skew_ns = 0.01076
min_period_over_period = 0.6696
max_clock_freq_mhz = 102.3
tightest_slew_ns = 0.7103
min_period_ns = 9.776
rsz_0062_raised_after_global_routing = "false"
fin_tns_setup_ns = 0
setup_viol = 0
hold_viol = 0
relSlewSlack = 0.5203
count_of_pins_over_their_slew_limit = 0

[cts]
post_cts.repair.setup_buffers = 0
tritoncts_num_sinks = 100
cts_hold_buf = 0
post_cts_resize_count = 0
clk-insertion-delay-late_ns = 0.35
cts_max_level = 3
max-clock-path-buffers = 2
clock_tree.root_cell = "sky130_fd_sc_hd__clkbuf_16"
clock_slew_at_reported_path_ffs_ns = 0.07
numCtsBuffers = 9
tritoncts = "done"

[min_path]
worst_hold_path_type = "reg2reg"
min_delay_path_depth = 2

[final_layout]
final_layout_top_logic_cell = "sky130_fd_sc_hd__clkdlybuf4s50_1"
num-fill-cells = 2972
layout.cells.most_common_list = "sky130_fd_sc_hd__clkdlybuf4s50_1 (151), sky130_fd_sc_hd__nor2_1 (138), sky130_fd_sc_hd__ha_1 (125)"
syn2layout_area_growth_pct = 25.00
final-instance-count-excl-fill = 1640
layout-drive-gt1-share = 0.05204

[run_status]
run_status = "complete, no violations"

[power_and_ir_drop]
power_per_standard_cell_area_mw_per_mm2 = 63.57
power.leakage_uw = 0.004553
design_power_total_uw = 716.1
irDropWorstVdd_v = 0.00004722

[flow_run]
drv.max_cap_violation_count = 0
log.warning_count = 25
==> registers in the layout (all words and copies together), names as in the netlist <==
name	flops
rj	32
rk	32
state	4
ri	32
==> stage by stage <==
stage               setup slack [ns]    util  hold WS (ns)  area (µm²)
floorplan                      6.307       -        0.4703        9012
detailed placement             4.785  0.3701        0.4986       10940
global route                   4.417  0.3810        0.5518       11260
CTS                            4.779  0.3810        0.5083       11260
global placement               4.883  0.3701        0.4905       10940
finish                         4.824  0.3811        0.5075       11270
==> per-layer routing <==
layer	vias to the layer above	wire length (µm)	share of wire	GRT usage
li1	4224	-	-	-
met5	-	14	0.00066	0
met2	107	9493	0.45	0.2229
met3	18	954	0.045	0.02561
met1	3570	10470	0.49	0.2027
met4	2	295	0.014	0.01739
==> cells in the mapped netlist, types with 4 or more instances <==
| library cell | count | share of area |
|---|---|---|
| sky130_fd_sc_hd__nor2_1 | 138 | 0.057 |
| sky130_fd_sc_hd__ha_1 | 125 | 0.17 |
| sky130_fd_sc_hd__dfxtp_1 | 100 | 0.22 |
| sky130_fd_sc_hd__nand2_1 | 92 | 0.038 |
| sky130_fd_sc_hd__xor2_1 | 79 | 0.077 |
| sky130_fd_sc_hd__xnor2_1 | 71 | 0.069 |
| sky130_fd_sc_hd__a21oi_1 | 51 | 0.028 |
| sky130_fd_sc_hd__a21o_1 | 48 | 0.040 |
| sky130_fd_sc_hd__nand4_1 | 37 | 0.026 |
| sky130_fd_sc_hd__nand3_1 | 36 | 0.020 |
| sky130_fd_sc_hd__o21ai_0 | 34 | 0.019 |
| sky130_fd_sc_hd__inv_1 | 32 | 0.013 |
| sky130_fd_sc_hd__nor2_4 | 31 | 0.039 |
| sky130_fd_sc_hd__nor3_1 | 25 | 0.014 |
| sky130_fd_sc_hd__and3_1 | 19 | 0.013 |
| sky130_fd_sc_hd__clkbuf_1 | 17 | 0.0071 |
| sky130_fd_sc_hd__o211ai_1 | 14 | 0.012 |
| sky130_fd_sc_hd__nand2b_1 | 13 | 0.0090 |
| sky130_fd_sc_hd__and4_1 | 11 | 0.011 |
| sky130_fd_sc_hd__nor2b_1 | 9 | 0.0062 |
| sky130_fd_sc_hd__or3_1 | 8 | 0.0056 |
| sky130_fd_sc_hd__a211oi_1 | 7 | 0.0058 |
| sky130_fd_sc_hd__nor4_1 | 7 | 0.0049 |
| sky130_fd_sc_hd__o21a_1 | 7 | 0.0058 |
| sky130_fd_sc_hd__o31ai_1 | 7 | 0.0058 |
| sky130_fd_sc_hd__a221oi_1 | 6 | 0.0058 |
| sky130_fd_sc_hd__and2_1 | 5 | 0.0035 |
| sky130_fd_sc_hd__o21ai_1 | 5 | 0.0028 |
| sky130_fd_sc_hd__o21bai_1 | 5 | 0.0042 |
| sky130_fd_sc_hd__a31oi_1 | 4 | 0.0028 |
==> logic make-up after synthesis <==
family                     after synthesis
DFF                                    100
AOI/OAI and AO/OA                      213
xor gates and xnor gates               151
and+or+nand+nor                        449
adders and majority gates              126
buffers and inverters                   54
muxes                                    3
==> critical path: stages <==
cell and delay, ns:
sky130_fd_sc_hd__clkdlybuf4s50_1 0.48, sky130_fd_sc_hd__ha_1 0.18, sky130_fd_sc_hd__inv_1 0.06, sky130_fd_sc_hd__fa_1 0.40, sky130_fd_sc_hd__nor2b_1 0.22, sky130_fd_sc_hd__o2111ai_1 0.14
sky130_fd_sc_hd__a31oi_1 0.25, sky130_fd_sc_hd__o21ai_1 0.16, sky130_fd_sc_hd__o41ai_1 0.68, sky130_fd_sc_hd__a221oi_2 0.20, sky130_fd_sc_hd__o21ai_1 0.26, sky130_fd_sc_hd__o311ai_1 0.14
sky130_fd_sc_hd__mux2_1 0.35, sky130_fd_sc_hd__clkdlybuf4s50_1 0.43
==> worst min-delay path by stage <==
stage	to	startpoint	slack, ns
4_1_cts	ri[1]$_SDFFE_PP0P_	ri[1]$_SDFFE_PP0P_	0.51
6_report	ri[1]$_SDFFE_PP0P_	ri[1]$_SDFFE_PP0P_	0.51
5_1_grt	state[1]$_DFF_P_	state[2]$_DFF_P_	0.55
==> area by class of cell <==
class	count	area [µm²]	share of cell area
inverters	33	123.9	0.01100
clock buffers	9	225.2	0.01999
diodes	1	2.502	0.0002221
clock inverters	7	97.59	0.008663
flip-flops and latches	100	2002	0.1777
repair buffers	158	1564	0.1388
multi-input cells	942	6763	0.6003
well taps	390	488.0	0.04331
==> power by group <==
group | leakage, µW | internal (µW) | switching (µW)
sequential | 0.000806 | 273 | 1.42
clock | 0.000159 | 139 | 118
combinational | 0.00359 | 105 | 79.8
total | 0.00455 | 517 | 199
Power figures rest on the tool's default switching activity, not on a simulated workload.
